## ./design.v

```verilog
module SizeStore (
    input [31:0] data_in_MDR, 
    input [31:0] data_in_B, 
    input [1:0] SSizeCtrl,
    output reg [31:0] data_out
);
    always @(*) begin
        case(SSizeCtrl)
            2'b01: data_out = {data_in_MDR[31:16], data_in_B[15:0]};
            2'b10: data_out = {data_in_MDR[31:8], data_in_B[7:0]};
            2'b11: data_out = data_in_MDR;
            default: data_out = data_in_B;
        endcase
    end
endmodule
```

## ./constraint.sdc

```tcl
current_design SizeStore

set clk_period 2.8
set clk_io_pct 0.2

create_clock -name clk0 -period $clk_period

set non_clock_inputs [all_inputs -no_clocks]
set_input_delay [expr $clk_period * $clk_io_pct] -clock clk0 $non_clock_inputs
set_output_delay [expr $clk_period * $clk_io_pct] -clock clk0 [all_outputs]
```

## ./config.mk

```make
export PLATFORM = sky130hd
export DESIGN_NAME = SizeStore
export DESIGN_NICKNAME = SizeStore
export VERILOG_FILES = /design/flow/design.v
export SDC_FILE = /design/flow/constraint.sdc
export NUM_CORES = 4
export LEC_CHECK = 1
export CORE_AREA = 10 10 71 71
export DIE_AREA = 0 0 81 81
```

## ./run.sh

```bash
#!/bin/bash
# OpenROAD 26Q1-2900-gdf79404cd8, Yosys 0.63+post, stock flow scripts
make -C /OpenROAD-flow-scripts/flow DESIGN_CONFIG=/design/flow/config.mk WORK_HOME=/design/flow/orfs finish
```

==> impl_metrics.py <==
# Flow results
metrics = {
    "status": {
        "status": "finished, final reports clean",
    },
    "yosys": {
        "synthTopCellsByArea": "mux2_2 (54%), mux2_4 (33%), buf_12 (4.4%)",
        "synth-seq-area-share_pct": 0,
        "ys_warn_count": 1,
        "yosys_area_um2": 455.4,
        "synth_area_um2": 455.4,
        "top_area_cell": "mux2_2",
        "synth_cell_type_count": 6,
        "post-synth-top-area-fraction_pct": 54.40,
        "ys_top_cells_by_count": "mux2_2 (22), mux2_4 (10)",
        "yosys_cells": 36,
        "syn_inst": 36,
        "yosys.cell_count.top_type": "mux2_2",
        "syn_area_per_cell_um2": 12.65,
    },
    "clocking": {
        "cts_hold_repair.buffers": 0,
    },
    "grt": {
        "grt_antenna_before_repair": 0,
        "grt_overflow_total": 0,
        "grt_use_met2_pct": 13.22,
        "grt_util_met3_pct": 6.236,
        "grt_pass1_wl_mm": 4.305,
        "groute.usage.overall_pct": 8.358,
        "busiest_layer": "met2",
        "grt_max_degree": 17,
        "use_met1_pct": 9.483,
        "first_global_vias": 797,
    },
    "drt": {
        "wire_per_inst_um": 16.41,
        "drt_iter0_markers": 4,
        "ant_nets": 0,
        "firstDrtPassIters": 2,
        "vias": 696,
        "drc": 0,
        "totalWireLength_mm": 2.986,
        "via_per_inst": 3.824,
        "n_antenna_cell": 0,
    },
    "layout": {
        "comb_area_um2": 424.2,
        "flops": 0,
        "final_layout_size_suffix_gt1_share_pct": 26.87,
        "layout.cells.non_filler": 182,
        "nFillCells": 344,
        "area_growth_pct": 228.3,
        "flop_area_um2": 0,
        "clkbuf_count": 0,
    },
    "flow_run": {
        "maxCapViolations": 0,
        "warnings": 32,
    },
    "die": {
        "pin_count": 98,
        "die_h_um": 81,
        "die-area_mm2": 0.006561,
        "fp.dieW_um": 81,
        "initCoreUtil_pct": 12.53,
        "rows": 22,
        "core_mm2": 0.003633,
    },
    "setup_path": {
        "critical_path_class": "in2out",
        "worst_setup_path_end_kind": "output port",
        "cp_max_fo": 16,
        "critPathRequiredTime_ns": 2.24,
        "startpoint_type": "input pin",
        "critPathArrivalTime_ns": 2.17,
    },
    "min_path": {
        "hold_class": "in2out",
    },
    "timing": {
        "timing.fmax_mhz": 366.2,
        "setup_viol": 0,
        "timing.setup.tns_ns": 0,
        "hold_violations": 0,
        "min_period_ns": 2.730,
        "period_used_pct": 97.52,
        "slew_viol_final": 0,
        "rsz0062_at_grt": "no",
        "worstMarginPinSlew_ns": 0.2750,
        "slew_headroom_pct": 81.64,
    },
    "placed_design": {
        "portBuffers": 98,
        "place.gp.congestion": 0.8350,
        "dp_hpwl_mm": 2.749,
        "dp_cells": 182,
    },
    "power_and_ir_drop": {
        "vdd_drop_max_v": 0.00006129,
        "p_leak_nw": 0.5820,
        "powerDensity_mw_per_mm2": 147.8,
    },
}
through the flow:
stage	hold slack (ns)	worst slack (ns)	power (mW)	area, um^2	utilization [%]
after global placement	2.162	0.05823	0.2254	1493	41.08
final	2.151	0.06958	0.2210	1495	41.15
after detailed placement	2.156	0.05848	0.2240	1493	41.08
after CTS	2.156	0.04972	0.2263	1493	41.08
after global routing	2.164	0.02197	0.2377	1495	41.15
after floorplan	1.218	0.9836	0.05388	455.4	-
what timing repair did:
item / CTS / global route
resized: 0 / 1
setup endpoints to repair: 0 / 1
setup buffers: 0 / 0
layout make-up:
class              instances  area share, %
multi-input cells         34          28.37
well taps                 48          4.017
repair buffers           100          67.62
metal layers:
| metal | part of all wire (%) | vias up |
|---|---|---|
| met5 | 0 | - |
| met4 | 0 | 0 |
| met3 | 20 | 0 |
| met2 | 43 | 63 |
| met1 | 37 | 298 |
| li1 | - | 335 |
worst max-delay path, stage by stage:
cell             delay, ns
clkdlybuf4s50_1       0.51
nor2_8                0.15
buf_12                0.17
mux2_2                0.34
clkdlybuf4s50_1       0.43
where the power goes:
group	internal (mW)	leakage (nW)	total (mW)	switching (mW)
logic	0.180	0.582	0.221	0.0413
registers	0	0	0	0
clock network	0	0	0	0
cells in the final DEF (no fill, tap or decap), drive strengths merged:
| cell type | n |
|---|---|
| clkdlybuf4s50 | 97 |
| mux2 | 32 |
| buf | 2 |
| nor2 | 1 |
| nand2 | 1 |
| dlymetal6s2s | 1 |
cell families (layout without fill, tap and decap cells):
family                 Yosys count  after routing  share of synthesized area [%]
buffers and inverters            2            100                          6.868
AND/OR/NAND/NOR                  2              2                          5.770
multiplexers                    32             32                          87.36
worst paths after layout:
check / slack [ns] / startpoint / depth (start not counted) / to
max: 0.07 / SSizeCtrl[0] / 5 / data_out[29]
min: 2.15 / data_in_MDR[19] / 3 / data_out[19]
Power is estimated from default activity; no workload was simulated.
