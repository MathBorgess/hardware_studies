## config.mk

```make
export PLATFORM = sky130hd
export DESIGN_NAME = SizeLoad
export DESIGN_NICKNAME = SizeLoad
export VERILOG_FILES = /design/flow/design.v
export SDC_FILE = /design/flow/constraint.sdc
export NUM_CORES = 4
export LEC_CHECK = 1
export CORE_AREA = 10 10 70 70
export DIE_AREA = 0 0 80 80
```

## constraint.sdc

```tcl
current_design SizeLoad

set clk_period 1.7
set clk_io_pct 0.2

create_clock -name clk0 -period $clk_period

set non_clock_inputs [all_inputs -no_clocks]
set_input_delay [expr $clk_period * $clk_io_pct] -clock clk0 $non_clock_inputs
set_output_delay [expr $clk_period * $clk_io_pct] -clock clk0 [all_outputs]
```

## design.v

```verilog
module SizeLoad (
    input [31:0] data_in_MDR, 
    input [1:0] LSizeCtrl,
    output reg [31:0] data_out
);
    always @(*) begin
        case(LSizeCtrl)
            2'b01: data_out = {16'b0, data_in_MDR[15:0]};
            2'b10: data_out = {24'b0, data_in_MDR[7:0]};
            default: data_out = data_in_MDR;
        endcase
    end
endmodule
```

## run.sh

```bash
#!/bin/bash
# OpenROAD 26Q1-2900-gdf79404cd8, Yosys 0.63+post, stock flow scripts
make -C /OpenROAD-flow-scripts/flow DESIGN_CONFIG=/design/flow/config.mk WORK_HOME=/design/flow/orfs finish
```

==> metrics.yaml <==
place.port_buffers: 50
hold_path.class: "input pin to output port"
max_stage_delay_ps: 260
clkbuf_count: 0
status: "finished, final reports clean"
hold_violations: 0
layout-drive-gt1-share_pct: 37.6
p_per_area_nw_per_um2: 299
grt_pass1_vias: 463
cp_cell_sequence: "buf_6 > ha_4 > buf_16 > buf_4 > and2_4 > dlygate4sd2_1"
hold_depth: 0
rows: 21
syn_area_sq_um: 256
final_cells: 131
topCellsByArea: "and2_1 (39%), buf_4 (29%), o21a_1 (23%)"
cts-hold-fix-buffers: 0
relSlewSlack_pct: 93.3
syn_area_per_cell_sq_um: 6.93
cap_violations: 0
yosysChipArea_sq_um: 256
die_h_um: 80
tightest_slew_ps: 101
flop_area_sq_um: 0
lay_top_count: "clkdlybuf4s50_1"
grt_util_met1_pct: 5.08
p_leak_uw: 0.000384
dp_hpwl_mm: 1.23
synthCells: 37
ff_count: 0
area_growth_pct: 222
cp-start-kind: "input pin"
drt_iter0_drc: 2
drtPass1Iterations: 2
wirelength_mm: 1.63
crit_start: "LSizeCtrl[0]"
overflow: 0
endpoint_kind: "output port"
peakVddDrop_uv: 63.0
gp_congestion: 0.735
fin_area_sq_um: 827
met2_usage_pct: 7.46
path_class: "input pin to output port"
worst_ep_required_time_ps: 1360
synth_cell_type_count: 6
yosysSeqAreaShare_pct: 0
fmax_mhz: 605
warnings: 33
endpoint: "data_out[18]"
hold_ws_ps: 680
antenna_found_initial: 0
crit_path_max_fanout: 3
layout_top_cells: "clkdlybuf4s50_1 (24), buf_2 (15), and2_1 (12)"
fp_util_pct: 7.51
remaining_drc_errors: 0
wl_per_cell_um: 12.4
rsz0062_at_grt: "no"
coreArea_sq_um: 3420
setup_viol: 0
die_x_um: 80
min_period_ps: 1650
critPathSlowestCell: "ha_4"
design.die.area_sq_um: 6400
fillCellCount: 377
top_area_share_pct: 39.0
track_usage_pct: 4.46
met3_usage_pct: 2.61
slew_violations: 0
top_area_cell: "and2_1"
via_per_inst: 3.11
grt_pass1_wl_mm: 2.35
finalCritPeriodShare_pct: 97.2
io_pins: 66
antenna_left: 0
placed_area_sq_um: 754
antenna_cells: 0
dp_cells: 123
yosys_warnings: 1
fin_setup_tns_ps: 0
top_usage_layer: "met2"
grt_max_degree: 9
vias: 407
yosysCellCount: 37
cp_data_arrival_time_ps: 1310
worst min-delay path by stage:
stage         slack [ps]           to      startpoint
CTS                  680  data_out[0]  data_in_MDR[0]
global route         680  data_out[6]  data_in_MDR[6]
finish               680  data_out[1]  data_in_MDR[1]
worst max-delay path, delay by kind of cell:
kind                       cells  cell delay (ps)
adders and majority gates      1              260
buffers and inverters          4              590
and+or+nand+nor                1              120
cell families (layout without fill, tap and decap cells):
logic type	after synthesis	in the layout	synth area share, %
AOI/OAI and AO/OA	8	8	23.4
adders and majority gates	1	1	4.88
buffers and inverters	12	60	32.7
and+or+nand+nor	16	16	39.0
where the power goes:
part	switching [uW]	total, uW	internal (uW)
combinational	61.2	247	186
clock	0	0	0
sequential	0	0	0
total	61.2	247	186
what timing repair did:
action                     CTS  global route
setup endpoints to repair   24             8
setup buffers                7             1
resized                     79             1
pin swaps                    1             2
cloned                       2             0
area by class of cell:
cell class | count | area (sq um) | area share [%]
Inverter | 1 | 6.26 | 0.756
Timing Repair Buffer | 59 | 568 | 68.7
Multi-Input combinational cell | 25 | 195 | 23.6
Tap cell | 46 | 57.6 | 6.96
synthesized netlist by cell type:
master / n
and2_1: 16
inv_1: 1
ha_1: 1
o21a_1: 8
clkbuf_2: 1
buf_4: 10
through the flow:
stage               power, uW  util, %  worst slack, ps
finish                    247     24.2             47.2
global placement          203     22.1             -529
floorplan                54.0        -              382
detailed placement        204     22.1             -553
global route              269     24.2             13.9
CTS                       264     24.7            -70.6
routing by layer:
metal	wire length, um	vias up
li1	-	205
met1	607	173
met2	737	29
met3	284	0
met4	0	0
met5	0	-
Power and IR drop assume default switching activity.
