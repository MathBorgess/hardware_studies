==> flow/design.v <==
module counter_down10(in, clk, load, en, clearn, count, tc, count_end);
  input wire [3:0] in;
  input wire clk, load, en, clearn;
  output reg [3:0] count;
  output wire tc; 
  output wire count_end;
  assign count_end = (count == 4'b0000) ? 1'b1 : 1'b0;
  assign tc = en & count_end;
  always @ (posedge clk)
  begin
    if(!clearn)
      count = 4'b0000;
    if (en) begin
      case (count)
        4'b1001: begin
          count <= 4'b1000;
        end  
        4'b0001: begin 
          count <= 4'b0000;
        end   
        4'b0000: begin
          count <= 4'b1001;
        end  
        default: count <= count - 4'b0001;
      endcase 
      end else begin
      if(load)
        count <= in;
    end
  end
endmodule
module counter_down6(in, clk, load, en, clearn, count, tc, count_end);
  input wire [3:0] in;
  input wire clk, load, en, clearn;
  output reg [3:0] count;
  output wire tc;
  output wire count_end;
  assign count_end = (count == 4'b0000) ? 1'b1 : 1'b0;
  assign tc = en & count_end;
  always @ (posedge clk)
  begin
    if(!clearn)
        count = 4'b0000;
    if (en) begin
      case (count)
        4'b0101: begin
          count <= 4'b0100;
        end  
        4'b0001: begin 
          count <= 4'b0000;
        end   
        4'b0000: begin
          count <= 4'b0101;
        end  
        default: count <= count - 4'b0001;
      endcase
    end else begin
      if(load)  
        count <= in;
    end
  end
endmodule
module timer(
    input wire clk, rst, enablen, load, 
    input wire [3:0] in,
    output reg [3:0] out_second_unit, out_second_tens, out_minute_unit, out_minute_tens, 
    output reg finished 
);
    wire [3:0] second_unit_load, second_tens_load, minute_unit_load, minute_tens_load;
    wire [3:0] second_unit, second_tens, minute_unit, minute_tens;
    wire count_end_second_unit, count_end_second_ten, count_end_minute_unit, count_end_minute_ten;
    wire tc_second_unit, tc_second_tens, tc_minute_unit, tc_minute_tens;
    counter_down10 counter_down10_second_unit (
        .clk(clk),
        .clearn(rst),
        .en(enablen),
        .load(load),
        .in(in),
        .count_end(count_end_second_unit),
        .count(second_unit),
        .tc(tc_second_unit)
    );
    counter_down6 counter_down6_second_tens (
        .clk(clk),
        .clearn(rst),
        .en(tc_second_unit),
        .load(load),
        .in(second_unit),
        .count_end(count_end_second_ten),
        .count(second_tens),
        .tc(tc_second_tens)
    );
    counter_down10 counter_down10_minutes_unit (
        .clk(clk),
        .clearn(rst),
        .en(tc_second_tens),
        .load(load),
        .in(second_tens),
        .count_end(count_end_minute_unit),
        .count(minute_unit),
        .tc(tc_minute_unit)
    );
    counter_down6 counter_down6_minutes_tens (
        .clk(clk),
        .clearn(rst),
        .en(tc_minute_unit),
        .load(load),
        .in(minute_unit),
        .count(minute_tens),
        .count_end(count_end_minute_ten),
        .tc(tc_minute_tens)
    );
    parameter [3:0] S0 = 4'b0000;
    always @(*) begin
        if ( count_end_second_unit & count_end_second_ten & count_end_minute_unit & count_end_minute_ten ) begin
            finished = 1'b1;
        end else begin
            finished = 1'b0;
        end
        out_second_unit = second_unit;
        out_second_tens = second_tens;
        out_minute_unit = minute_unit;
        out_minute_tens = minute_tens;
    end
endmodule
module mag_comb_logic (
    input wire startn, stopn, clearn, door_closed, timer_done,
    output reg set, reset
);
    always @(*) begin
        reset = (~startn) & (stopn) & (~timer_done) & (door_closed);
        set = (~stopn) | (~clearn) | (~door_closed) | timer_done;
    end
endmodule
module srlatch (
    input wire rst, set,
    output reg mag_on
);
    always @(rst, set) begin
        if (rst) 
            mag_on <= 0;
        else if (set)  
            mag_on <= 1;
        else mag_on <= mag_on;
    end
endmodule
module magnetron (
    input wire startn, stopn, clearn, door_closed, timer_done,
    output reg mag_on
);
    wire set, reset, mag_on_;
    mag_comb_logic mag_comb_logic_inst (
        .startn(startn), .stopn(stopn), .clearn(clearn), .door_closed(door_closed), .timer_done(timer_done),
        .set(set), .reset(reset)
    );
    srlatch srlatch_inst (
        .rst(reset), .set(set),
        .mag_on(mag_on_)
    );
    always @(*) begin
        mag_on = mag_on_;
    end
endmodule
module encoder_BCD (
    input wire [9:0] keypad,
    input wire enablen,
    output reg [3:0] BCD
);
    initial begin
        BCD = 4'b1111;
    end
    always@(keypad or enablen) begin
        if (!enablen) begin
            case (keypad)
                10'b0000000001: BCD = 4'b0000;
                10'b0000000010: BCD = 4'b0001;
                10'b0000000100: BCD = 4'b0010;
                10'b0000001000: BCD = 4'b0011;
                10'b0000010000: BCD = 4'b0100;
                10'b0000100000: BCD = 4'b0101;
                10'b0001000000: BCD = 4'b0110;
                10'b0010000000: BCD = 4'b0111;
                10'b0100000000: BCD = 4'b1000;
                10'b1000000000: BCD = 4'b1001;
                default: BCD = 4'b1111;
            endcase
        end
    end
endmodule
module counter_up7_NR(
    input wire clk, clear, 
    output reg out
    );
    reg [4:0] count = 4'b1111;
    always @(posedge clk) 
        begin
            if (count == 4'b000) begin
                count = count + 1;        
                out = 1;
            end else if (count == 4'b1111) begin
                if(clear) begin
                count = 3'b000;
                end
                out = 0;
            end else begin 
                count = count + 1;
                out = 0;
            end
        end
endmodule
module freqdiv (
    input clk, 
    output reg clk100_
);
    parameter tfm = 2500000;
    reg [24:0] count = 0;
    initial clk100_ = 1'b1;
    always @(posedge clk) begin
        count = count + 1;
        if(count == (tfm+1)) begin
            count = 1;
            clk100_ = ~clk100_;
        end
    end
endmodule
module freqdiv50M (
    input clk, 
    output reg clk100
);
    parameter tfm = 25000000;
    reg [24:0] count = 0;
    initial clk100 = 1'b1;
    always @(posedge clk) begin
        count = count + 1;
        if(count == (tfm+1)) begin
            count = 1;
            clk100 = ~clk100;
        end
    end
endmodule
module MUX2_1(
    input wire out_count7NR, clk100, enablen,
    output reg pgt_1hz
);
    always @(*) begin
        if (!enablen)
            pgt_1hz = out_count7NR;
        else
            pgt_1hz = clk100;
    end
endmodule
module input_encoder(
    input wire clk, enablen,
    input wire [9:0] keypad,
    output reg load, pgt_1hz,
    output reg [3:0] digit
);
wire counter_out, clk100, clk100_, tick, load_;
reg keypad_pressed;
wire [3:0] bcd_digit;
encoder_BCD bcd (
    .keypad(keypad),
    .enablen(enablen),
    .BCD(bcd_digit)
);
freqdiv50M freqdiv100 (
    .clk(clk),
    .clk100(clk100)
);
freqdiv freqdiv__(
    .clk(clk),
    .clk100_(clk100_)
); 
counter_up7_NR counter (
    .clk(clk100_),
    .clear(keypad_pressed),
    .out(counter_out)
);
MUX2_1 mux2_1 (
    .out_count7NR(counter_out),
    .clk100(clk100),
    .enablen(enablen),
    .pgt_1hz(tick)
);
always @(keypad) begin
        if(keypad == 10'b00000_00000)
            keypad_pressed <= 0;
        else
            keypad_pressed <= 1;
    end
always @(*) begin
    digit = bcd_digit;
    load = keypad_pressed && !enablen;
    pgt_1hz = tick;
end
endmodule
module SevenSegmentsDecoder (
    input wire [3:0] in,
    output reg [6:0] out
);
    always @ (in)
    begin
        case (in)
            4'b0000: out = 7'b1000000;  
            4'b0001: out = 7'b1111001;  
            4'b0010: out = 7'b0100100;  
            4'b0011: out = 7'b0110000;  
            4'b0100: out = 7'b0011001;  
            4'b0101: out = 7'b0010010;  
            4'b0110: out = 7'b0000010;  
            4'b0111: out = 7'b1111000;  
            4'b1000: out = 7'b0000000;  
            4'b1001: out = 7'b0010000;  
            default: out = 7'b0000000;  
        endcase
    end
endmodule
module SevenSegmentsDecoder_4digits(
    input [3:0] second_unit, second_tens, minute_unit, minute_tens,
    output reg [6:0] out_second_unit, out_second_tens, out_minute_unit, out_minute_tens
);
    wire [6:0] display_second_unit, display_second_tens, display_minute_unit, display_minute_tens;
    SevenSegmentsDecoder sevenSegmentsDecoder_second_unit (
        .in(second_unit),
        .out(display_second_unit)
    );
    SevenSegmentsDecoder sevenSegmentsDecoder_second_tens (
        .in(second_tens),
        .out(display_second_tens)
    );
    SevenSegmentsDecoder sevenSegmentsDecoder_minute_unit (
        .in(minute_unit),
        .out(display_minute_unit)
    );
    SevenSegmentsDecoder sevenSegmentsDecoder_minute_tens (
        .in(minute_tens),
        .out(display_minute_tens)
    );
    always @(*) begin
        out_second_unit = display_second_unit;
        out_second_tens = display_second_tens;
        out_minute_unit = display_minute_unit;
        out_minute_tens = display_minute_tens;
    end
endmodule
module MWcontroller(
    input wire clk, startn, stopn, clearn, door_closed, 
    input wire [9:0] keypad,
    output reg mag_on,
    output reg [6:0] sec_ones_segs, sec_tens_segs, min_ones_segs, min_tens_segs
);
    wire load, pgt_1hz, timer_done, counter_out;
    wire mag_on_;
    wire [3:0] digit;
    wire [3:0] out_second_unit, out_second_tens, out_minute_unit, out_minute_tens;
    wire [6:0] display_second_unit, display_second_tens, display_minute_unit, display_minute_tens;
    input_encoder input_encoder_inst (
        .clk(clk), .enablen(mag_on), .keypad(keypad),
        .load(load), .pgt_1hz(pgt_1hz), .digit(digit)
    );
    timer timer_inst (
        .clk(pgt_1hz), .rst(clearn), .enablen(mag_on), .load(load), .in(digit),
        .out_second_unit(out_second_unit), .out_second_tens(out_second_tens),
        .out_minute_unit(out_minute_unit), .out_minute_tens(out_minute_tens),
        .finished(timer_done)
    );
    magnetron magnetron_inst (
        .startn(startn), .stopn(stopn), .clearn(clearn), .door_closed(door_closed), .timer_done(timer_done),
        .mag_on(mag_on_)
    );
    SevenSegmentsDecoder_4digits seven_segment_inst (
        .second_unit(out_second_unit), .second_tens(out_second_tens),
        .minute_unit(out_minute_unit), .minute_tens(out_minute_tens),
        .out_second_unit(display_second_unit), .out_second_tens(display_second_tens),
        .out_minute_unit(display_minute_unit), .out_minute_tens(display_minute_tens)
    );
    always @(*) begin
        mag_on = !mag_on_;
        sec_ones_segs = display_second_unit;
        sec_tens_segs = display_second_tens;
        min_ones_segs = display_minute_unit;
        min_tens_segs = display_minute_tens;
    end
endmodule
==> flow/run.sh <==
#!/bin/bash
# OpenROAD 26Q1-2900-gdf79404cd8, Yosys 0.63+post, stock flow scripts
make -C /OpenROAD-flow-scripts/flow DESIGN_CONFIG=/design/flow/config.mk WORK_HOME=/design/flow/orfs finish
==> flow/config.mk <==
export PLATFORM = sky130hd
export DESIGN_NAME = MWcontroller
export DESIGN_NICKNAME = MWcontroller
export VERILOG_FILES = /design/flow/design.v
export SDC_FILE = /design/flow/constraint.sdc
export NUM_CORES = 4
export LEC_CHECK = 1
export CORE_UTILIZATION = 30
==> flow/constraint.sdc <==
current_design MWcontroller

set clk_period 7.6
set clk_io_pct 0.2

create_clock -name clk0 -period $clk_period [get_ports {clk}]

set non_clock_inputs [all_inputs -no_clocks]
set_input_delay [expr $clk_period * $clk_io_pct] -clock clk0 $non_clock_inputs
set_output_delay [expr $clk_period * $clk_io_pct] -clock clk0 [all_outputs]
==> impl_metrics.env <==
# source this file to load flow results
export IMPL_antenna_cells_inserted=0
export IMPL_worst_path_max_fanout=14
export IMPL_fmax_ghz=0.3416
export IMPL_finalClockSkew_ns=0.007025
export IMPL_drtAntennaViolNets=0
export IMPL_setup_tns_ns=0
export IMPL_cp_top_family="simple AND/OR/NAND/NOR gates"
export IMPL_holdPathStages=1
export IMPL_fp_utilization_pct=30.73
export IMPL_synth_cell_types=71
export IMPL_timing_rr_start="input_encoder_inst.freqdiv100.count[1]$_SDFF_PN0_"
export IMPL_cts_resized_gates=0
export IMPL_routed_wl_um=11390
export IMPL_post_cts_buffers=0
export IMPL_cp_cell_sequence="ha_1, and2_0, nand3_1, or3_1, a211oi_1, and4_1, a21boi_0"
export IMPL_final_cell_mix="dfxtp_1 (95), nand2_1 (49), nor2_1 (47)"
export IMPL_worst_path_buf_inv=0
export IMPL_reg2reg_to="input_encoder_inst.freqdiv100.count[1]$_SDFF_PN0_"
export IMPL_reg2reg_setup_slack_ns=4.67
export IMPL_drive_gt1_share_pct=6.122
export IMPL_cts_buffers_inserted=5
export IMPL_clkLatencyLatePin_ns=0.30
export IMPL_synth_flops=107
export IMPL_swShare_pct=22.22
export IMPL_min_path_type="register to register"
export IMPL_min_period_ns=2.928
export IMPL_synth_area_leader_cell="dfxtp_1"
export IMPL_setup_viol=0
export IMPL_grt_pass1_vias=4067
export IMPL_yosysWarningCount=15
export IMPL_grt_antenna_before_repair=0
export IMPL_worstRegToRegCells=7
export IMPL_tightest_slew_ns=0.8149
export IMPL_critPathRequiredTime_ns=7.76
export IMPL_fin_cells=920
export IMPL_die_x_um=140.6
export IMPL_vias_per_cell=5.007
export IMPL_hold_start="input_encoder_inst.freqdiv__.count[24]$_SDFF_PN0_"
export IMPL_untimed_endpoints=89
export IMPL_final_hold_viol_count=0
export IMPL_critPathLaunchType="register"
export IMPL_place_ws_ns=4.742
export IMPL_p_switching_w=0.0001235
export IMPL_arrival_ns=3.09
export IMPL_synth_edff_count=7
export IMPL_async_flop_share_pct=0
export IMPL_cpMaxStageDelayCell="and4_1"
export IMPL_top_cell_area_share_pct=32.98
export IMPL_chipArea_um2=19780
export IMPL_drt_iter0_drc=344
export IMPL_syn_inst=656
export IMPL_place_gp_congestion=0.8693
export IMPL_root_buffer="clkbuf_16"
export IMPL_clk_path_buf_depth=2
export IMPL_ctsHoldBuffers=0
export IMPL_outcome="finished clean"
export IMPL_fp_dieH_um=140.6
export IMPL_port_buffers=43
export IMPL_core_area_um2=18770
export IMPL_post_route_drc_count=0
export IMPL_tool_warnings=41
export IMPL_unclocked_regs=55
export IMPL_layout_top_cell="dfxtp_1"
export IMPL_max_stage_delay_ns=0.53
export IMPL_internal_power_w=0.0004322
export IMPL_min_to="input_encoder_inst.freqdiv__.count[24]$_SDFF_PN0_"
export IMPL_rsz0062_at_grt="false"
export IMPL_ios=44
export IMPL_seq_power_share_pct=49.5
export IMPL_grtUsageTotal_pct=11.94
export IMPL_syn_area_per_cell_um2=8.791
export IMPL_synth_area_um2=5767
export IMPL_synthToLayoutAreaGrowth_pct=14.38
export IMPL_holdWs_ns=0.4875
export IMPL_comb_power_share_pct=5.4
export IMPL_finalMaxSlewViolations=0
export IMPL_grt_pass1_wl_um=19550
export IMPL_critical_path_class="register to register"
export IMPL_worst_slack_ns=4.672
export IMPL_dpl_cell_count=912
export IMPL_clock_power_share_pct=45.1
export IMPL_vias=4606
export IMPL_ys_chip_area_um2=5767
export IMPL_ys_cells=656
export IMPL_dp_hpwl_um=8538
export IMPL_htreeDepth=2
export IMPL_max_slew_margin_pct=45.68
export IMPL_overflow=0
export IMPL_endpoint_kind="register"
export IMPL_maxCapViolations=0
export IMPL_ir_worst_vdd_uv=96.84
export IMPL_power_density_nw_per_um2=84.24
export IMPL_grt_max_degree=45
export IMPL_post_route_period_util_pct=38.52
export IMPL_routedWlPerCell_um=12.38
export IMPL_rows=50
export IMPL_fillers=1916
export IMPL_area_leaders="dfxtp_1 (33%), ha_1 (6.5%), xnor2_1 (4.3%)"
export IMPL_cts_tree="done"
export IMPL_ys_flop_type="dfxtp_1"
export IMPL_p_leak_nw=2.475
export IMPL_clk_pin_slew_ns=0.07
export IMPL_first_pass_iters=4
==> worst reg2reg max path, cell delays in order, from the launching register on <==
cell and delay (ns):
dfxtp_1 0.48, ha_1 0.37, and2_0 0.34, nand3_1 0.26, or3_1 0.40, a211oi_1 0.26
and4_1 0.53, a21boi_0 0.16
==> layout make-up <==
type                    count  area [µm²]  share of cell area [%]
repair buffers             49       475.5                   7.208
multi-input cells         485        3336                   50.57
clock inverters             2       16.27                  0.2466
inverters                  37       138.9                   2.105
flip-flops and latches    107        2187                   33.16
clock buffers               6       150.1                   2.276
well taps                 234       292.8                   4.439
==> worst max path at each step <==
stage / startpoint / cells past startpoint / end / slack (ns)
CTS: input_encoder_inst.freqdiv100.count[1]$_SDFF_PN0_ / 7 / input_encoder_inst.freqdiv100.count[1]$_SDFF_PN0_ / 4.70
finish: input_encoder_inst.freqdiv100.count[1]$_SDFF_PN0_ / 7 / input_encoder_inst.freqdiv100.count[1]$_SDFF_PN0_ / 4.67
global route: input_encoder_inst.freqdiv100.count[1]$_SDFF_PN0_ / 7 / input_encoder_inst.freqdiv100.count[1]$_SDFF_PN0_ / 4.39
==> cell families (layout without fill, tap and decap cells) <==
| family | after synthesis | after routing | synth area share (%) |
|---|---|---|---|
| muxes | 21 | 21 | 3.732 |
| xor gates and xnor gates | 49 | 49 | 7.442 |
| AOI/OAI and AO/OA | 121 | 121 | 14.58 |
| DFF | 102 | 102 | 36.62 |
| and+or+nand+nor | 264 | 264 | 25.41 |
| buffers and inverters | 64 | 94 | 4.404 |
| latches | 5 | 5 | 1.302 |
| adders and majority gates | 30 | 30 | 6.509 |
==> metrics by stage <==
step	instance area [µm²]	power [W]	util [%]
detailed placement	6430	0.0003116	34.26
global route	6596	0.0005795	35.15
floorplan	5767	0.0002976	-
finish	6596	0.0005557	35.15
CTS	6596	0.0005644	35.15
global placement	6430	0.0003115	34.26
==> power by group through the flow <==
stage | Sequential, W | Combinational (W) | Clock, W
after CTS | 0.000275 | 0.0000303 | 0.000259
final | 0.000275 | 0.0000302 | 0.000250
after global routing | 0.000275 | 0.0000341 | 0.000270
==> state kept, by name, summed over array words and instances, names as in the netlist, 4 cells and up <==
name	count
input_encoder_inst.freqdiv100.count	25
input_encoder_inst.freqdiv__.count	25
min_ones_segs	7
min_tens_segs	7
sec_ones_segs	7
sec_tens_segs	7
input_encoder_inst.counter.count	5
input_encoder_inst.bcd.BCD	4
timer_inst.counter_down10_minutes_unit.count	4
timer_inst.counter_down10_second_unit.count	4
timer_inst.counter_down6_minutes_tens.count	4
timer_inst.counter_down6_second_tens.count	4
==> cells in the mapped netlist (4+ instances only) <==
| cell type | n |
|---|---|
| a221oi_1 | 5 |
| nand3_1 | 31 |
| nor4_1 | 13 |
| nor3b_1 | 5 |
| nor2b_1 | 7 |
| or2_2 | 6 |
| mux2_2 | 4 |
| dfxtp_1 | 95 |
| nor3_1 | 25 |
| nand2b_1 | 6 |
| buf_2 | 8 |
| and3_1 | 10 |
| a21oi_1 | 24 |
| xnor2_1 | 28 |
| and2_1 | 7 |
| or3_1 | 7 |
| a211oi_1 | 10 |
| nand3b_1 | 5 |
| o21a_1 | 4 |
| and4_1 | 12 |
| dlxtp_1 | 4 |
| o211ai_1 | 5 |
| ha_1 | 30 |
| mux2i_1 | 17 |
| a31oi_1 | 15 |
| xor2_1 | 21 |
| edfxtp_1 | 7 |
| nand2_1 | 49 |
| inv_1 | 37 |
| nand4_1 | 14 |
| o21ai_0 | 22 |
| nor2_1 | 47 |
| clkbuf_1 | 18 |
| a21o_1 | 4 |
==> layer usage <==
metal  global-route usage (%)  up-vias  share of wire (%)
met1                    18.36     2098                 52
li1                         -     2434                  -
met5                        0        -                  0
met3                   0.8304        6                2.4
met4                   0.8581        0               0.82
met2                    19.48       68                 45
Power figures rest on the tool's default switching activity, not on a simulated workload.
